[flow/run.sh]
#!/bin/bash
# OpenROAD 26Q1-2900-gdf79404cd8, Yosys 0.63+post, stock flow scripts
make -C /OpenROAD-flow-scripts/flow DESIGN_CONFIG=/design/flow/config.mk WORK_HOME=/design/flow/orfs finish
[flow/constraint.sdc]
current_design top

set clk_period 2.4
set clk_io_pct 0.2

create_clock -name clk0 -period $clk_period [get_ports {clock1M}]

set non_clock_inputs [all_inputs -no_clocks]
set_input_delay [expr $clk_period * $clk_io_pct] -clock clk0 $non_clock_inputs
set_output_delay [expr $clk_period * $clk_io_pct] -clock clk0 [all_outputs]
[flow/config.mk]
export PLATFORM = sky130hd
export DESIGN_NAME = top
export DESIGN_NICKNAME = top
export VERILOG_FILES = /design/flow/design.v
export SDC_FILE = /design/flow/constraint.sdc
export NUM_CORES = 4
export LEC_CHECK = 1
export CORE_UTILIZATION = 40
[flow/design.v]
module clock_divisor (
    input logic clock1M,
    input logic reset,
    output logic clk_10KHz,
    output logic clk_100KHz
);
  reg [7:0] clk10_cont;
  reg [7:0] clk100_cont;
  always @(posedge clock1M or posedge reset) begin
    if (reset) begin
      clk_100KHz <= 0;
      clk100_cont <= 0;
    end else begin
      if (clk100_cont == 4) begin
        clk_100KHz <= ~clk_100KHz;
        clk100_cont <= 0;
      end else begin
        clk100_cont <= clk100_cont + 1;
      end
    end
  end
  always @(posedge clock1M or posedge reset) begin
    if (reset) begin
      clk_10KHz <= 0;
      clk10_cont <= 0;
    end else begin
      if (clk10_cont == 49) begin
        clk_10KHz <= ~clk_10KHz;
        clk10_cont <= 0;
      end else begin
        clk10_cont <= clk10_cont + 1;
      end
    end
  end
endmodule
module deserializador(
    input logic data_in,
    input logic write_in,
    input logic ack_in,
    input logic reset,
    input logic clk_100KHz,
    output logic status_out,
    output logic [7:0]data_out,
    output logic data_ready
);
    typedef enum logic [2:0] {ENCHE_FILA, SEND_FILA, H_ACK} state_t; 
    state_t state;
    logic [7:0] vector;
    logic [3:0] tam;
    always @(posedge clk_100KHz or posedge reset) begin
        if (reset) begin
            data_out <= 8'b0;
            status_out <= 0;
            data_ready <= 0;
            vector <= 8'b0;
            tam <= 4'b0;
            state <= ENCHE_FILA;
        end else begin
            case (state)
                ENCHE_FILA: begin
                    status_out <= 1'b0;
                    data_ready <= 1'b0;
                    if (tam == 7 && write_in) begin
                        vector <= {vector[6:0], data_in};
                        tam <= tam + 1;
                        state <= SEND_FILA;
                    end else if (write_in) begin
                        vector <= {vector[6:0], data_in};
                        tam <= tam + 1;
                        state <= ENCHE_FILA;
                    end else state <= ENCHE_FILA;
                end
                SEND_FILA: begin
                    data_ready <= 1;
                    status_out <= 1;
                    data_out <= vector;
                    if (ack_in) begin
                        state <= H_ACK;
                    end else begin
                        state <= SEND_FILA;
                    end
                end
                H_ACK: begin
                    status_out <= 1;
                    data_ready <= 1;
                    data_out <= vector;
                    if (!ack_in) begin
                        data_ready <= 0;
                        status_out <= 0;
                        vector <= 8'b0;
                        tam <= 4'b0;
                        state <= ENCHE_FILA;
                    end else begin
                        data_out <= 8'b0;
                        state <= H_ACK;
                    end
                end
                default: state <= ENCHE_FILA;
            endcase
        end 
    end 
endmodule
module fila(
    input logic [7:0] data_in,
    input logic enqueue_in,
    input logic dequeue_in,
    input logic reset,
    input logic clk_10KHz,
    output logic [7:0] data_out,  
    output logic [7:0] len_out
);
logic [7:0] vector [7:0];  
integer i;  
always @(posedge clk_10KHz or posedge reset) begin  
    if (reset) begin  
        data_out <= 8'b0;  
        len_out <= 8'b0;  
        for (i = 0; i < 8; i = i + 1) vector[i] <= 8'b0;  
    end else begin  
        if (enqueue_in && len_out < 8'b00001000) begin  
            vector[len_out] <= data_in;  
            len_out <= len_out + 1;
        end else if (dequeue_in && len_out > 8'b0) begin  
            data_out <= vector[0];  
            for (i = 0; i < 7; i = i + 1)  
                vector[i] <= vector[i+1];  
            vector[7] <= 8'b0;  
            len_out <= len_out - 1;  
        end  
    end  
end
endmodule
module top(
    input logic clock1M,
    input logic reset,
    input logic data_in,
    input logic write_in,
    input logic dequeue_in,
    output logic [7:0] data_out,
    output logic status_out
);
    logic enqueue_in, ack_in, clk_10KHz, clk_100KHz;
    logic data_ready;
    logic [7:0] len_out;
    logic [7:0] data_out_des;
    deserializador des(
        .reset(reset),
        .clk_100KHz(clk_100KHz),
        .data_in(data_in),
        .write_in(write_in),
        .status_out(status_out),
        .ack_in(ack_in),
        .data_out(data_out_des),
        .data_ready(data_ready)
    );
    fila fil(
        .reset(reset),
        .clk_10KHz(clk_10KHz),
        .data_in(data_out_des),
        .len_out(len_out),
        .enqueue_in(enqueue_in),
        .data_out(data_out),
        .dequeue_in(dequeue_in)
    );
    clock_divisor divisor(
        .clock1M(clock1M),
        .reset(reset),
        .clk_10KHz(clk_10KHz),
        .clk_100KHz(clk_100KHz)
    );
    assign ack_in = (len_out < 8);
endmodule
==> results.sh <==
# yosys + openroad results
export IMPL_status="finished clean"
export IMPL_dp_hpwl_um=1980
export IMPL_crit_path_cell_trace="inv_1 -> ha_1 -> or4b_4 -> nor3_4 -> xor2_1"
export IMPL_rsz0062_at_grt="false"
export IMPL_cp_num_cells=5
export IMPL_ys_cells=171
export IMPL_critical_path_class="flip-flop to flip-flop"
export IMPL_setup_tns_final_ns=0
export IMPL_power_share_clock=0.380
export IMPL_grt_max_degree=20
export IMPL_crit_path_end_kind="flip-flop"
export IMPL_fin_crit_sh=0.649
export IMPL_avgViaCountPerCell=5.19
export IMPL_cts_setup_buffers=0
export IMPL_initCoreUtil=0.430
export IMPL_final_core_util=0.456
export IMPL_synth_distinct_cells=35
export IMPL_r2r_setup_slack_ns=0.84
export IMPL_tightestPinTransition_ns=0.687
export IMPL_syn2layout_area_growth_pct=6.01
export IMPL_final_cells=225
export IMPL_hp_start="divisor.clk100_cont[7]"
export IMPL_grt_pass1_wl_um=4780
export IMPL_grt_usage=0.135
export IMPL_fp_dieH_um=68.5
export IMPL_io_pins=14
export IMPL_netSwitchingPower_uw=106
export IMPL_top_cells_by_count="33 x dfrtp_1, 15 x inv_1, 10 x nand2_1, 10 x nor2_1"
export IMPL_pwr_share_comb=0.047
export IMPL_fin_skew_ns=0.000725
export IMPL_slew_viol_final=0
export IMPL_place_area_sq_um=1830
export IMPL_ff_type="dfrtp_1"
export IMPL_cp_arrival_ns=1.73
export IMPL_power_density_nw_per_um2=282
export IMPL_synth_top_cell_area_share=0.467
export IMPL_drt_initial_drc_count=77
export IMPL_critPathBufInv=1
export IMPL_internal_power_uw=423
export IMPL_async_flop_share=1.00
export IMPL_netlist_instances=171
export IMPL_post_cts_resized=0
export IMPL_grt_pass1_vias=1116
export IMPL_clock_fmax_mhz=642
export IMPL_place_inst=222
export IMPL_worstReg2RegEnd="divisor.clk_10KHz"
export IMPL_warnings=29
export IMPL_num_antenna_cells=0
export IMPL_gp_congestion=0.820
export IMPL_top_area_cell="dfrtp_1"
export IMPL_ys_warn_count=5
export IMPL_cp_slowest_cell="or4b_4"
export IMPL_syn_avg_cell_area_sq_um=10.3
export IMPL_rows=23
export IMPL_antenna_found_initial=0
export IMPL_final_min_clock_period_ns=1.56
export IMPL_root_buffer="clkbuf_8"
export IMPL_hp_class="flip-flop to flip-flop"
export IMPL_worstSkewPairLatency_ns=0.25
export IMPL_start_kind="flip-flop"
export IMPL_postRouteWirelength_um=2650
export IMPL_required_ns=2.57
export IMPL_most_common_cell="dfrtp_1"
export IMPL_setup_viol=0
export IMPL_synth_area_sq_um=1770
export IMPL_wl_per_cell_um=11.8
export IMPL_clk_path_buf_depth=2
export IMPL_clkTransAtPathRegs_ns=0.06
export IMPL_p_leak_uw=0.000860
export IMPL_chipWidth_um=68.5
export IMPL_core_region_area_sq_um=4120
export IMPL_edf_count=0
export IMPL_die_area_sq_um=4690
export IMPL_slew_headroom=0.541
export IMPL_numCtsBuffers=3
export IMPL_unclocked_pins=16
export IMPL_ctsHoldBuffers=0
export IMPL_cp_slowest_stage_delay_ns=0.48
export IMPL_hold_viol=0
export IMPL_h_tree_depth=1
export IMPL_path_max_fanout=5
export IMPL_grt_overflow=0
export IMPL_r2r_start="divisor.clk10_cont[1]"
export IMPL_synth_seq_share=0.482
export IMPL_ys_ff=34
export IMPL_ir_worst_vdd_uv=261
export IMPL_port_buffers=4
export IMPL_ys_area_sq_um=1770
export IMPL_fin_area_sq_um=1880
export IMPL_maxCapViolCount=0
export IMPL_route_detailed_drc=0
export IMPL_ant_nets=0
export IMPL_untimed_endpoints=17
export IMPL_tritoncts="built"
export IMPL_area_leaders="dfrtp_1 47%, ha_1 5.0%, mux2_2 4.5%"
export IMPL_critPathTopFamily="simple AND/OR/NAND/NOR gates"
export IMPL_whs_endpoint="divisor.clk100_cont[7]"
export IMPL_layout_drive_gt1_share=0.0971
export IMPL_netSwitchingFraction=0.200
export IMPL_vias=1168
export IMPL_hold_depth=1
export IMPL_nFillCells=369
export IMPL_r2r_cells=5
export IMPL_drt_first_pass_iters=4
export IMPL_seqPwrFrac=0.574
==> registers in the layout, indices dropped and copies added (netlist names) <==
| register | count |
|---|---|
| divisor.clk10_cont | 8 |
| fil.len_out | 8 |
| divisor.clk_10KHz | 1 |
| divisor.clk100_cont | 8 |
| des.tam | 4 |
| des.state | 3 |
| des.status_out | 1 |
| divisor.clk_100KHz | 1 |
==> layer usage <==
metal  up-vias  track usage  wire, um
li1        591            -         -
met1       564        0.219      1450
met2        13        0.205      1150
met3         0       0.0200        54
met4         0       0.0104         0
met5         -            0         0
==> cells in the final DEF (no fill, tap or decap) <==
cell type	n
or3_1	2
a311oi_1	3
clkbuf_8	3
xor2_1	4
and2_1	2
or4b_4	2
o221ai_1	1
buf_4	1
nor3_2	2
and3_1	1
nor4b_1	1
nand2_1	10
mux2i_1	3
inv_1	15
nand4_1	3
dfstp_2	1
mux2_2	7
a22o_1	2
a21oi_1	5
nand3_1	8
a21o_1	3
o2bb2ai_1	1
nor2_1	10
clkdlybuf4s50_1	4
nor3_4	1
o21ai_0	4
xnor2_1	7
o22ai_1	3
nor2b_1	4
a31oi_1	4
dfrtp_1	33
a41o_1	1
nor3_1	8
ha_1	7
conb_1	8
a21boi_0	1
==> power groups by stage <==
stage	Combinational, uW	Clock (uW)	Sequential (uW)
global route	29.8	223	303
CTS	26.0	208	303
finish	24.7	201	304
==> worst max path at each step <==
stage	startpoint	end
after CTS	divisor.clk10_cont[1]	divisor.clk_10KHz
after global routing	divisor.clk10_cont[1]	divisor.clk_10KHz
final	divisor.clk10_cont[1]	divisor.clk_10KHz
==> final cells by class <==
class	instances	area, sq um	share of cell area
Timing Repair Buffer	5	47.5	0.0254
Inverter	15	56.3	0.0300
Tap cell	50	62.6	0.0334
Sequential cell	34	852	0.454
Clock buffer	3	41.3	0.0220
Multi-Input combinational cell	118	816	0.435
==> stage by stage <==
stage                     total power [uW]  setup slack (ns)  hold slack [ns]
final                                  529             0.843            0.470
after global routing                   556             0.739            0.483
after CTS                              538             0.848            0.472
after detailed placement               335             0.873            0.464
after global placement                 335             0.904            0.464
after floorplan                        332             0.971            0.443
==> kinds of logic (layout without fill, tap and decap cells) <==
| logic type | Yosys count | after routing | share of synthesized area |
|---|---|---|---|
| compound gates | 28 | 28 | 0.108 |
| flops | 34 | 34 | 0.482 |
| buf+inv | 26 | 23 | 0.0721 |
| xor+xnor | 11 | 11 | 0.0545 |
| simple gates | 54 | 54 | 0.171 |
| other cells | 1 | 8 | 0.00212 |
| fa+ha+maj | 7 | 7 | 0.0495 |
| mux | 10 | 10 | 0.0615 |
No activity file was given, so power comes from the tool's default toggle rates.
